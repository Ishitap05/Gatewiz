### design/flow/config.mk
export PLATFORM = sky130hd
export DESIGN_NAME = alarm_clock
export DESIGN_NICKNAME = alarm_clock
export VERILOG_FILES = /design/flow/design.v
export SDC_FILE = /design/flow/constraint.sdc
export NUM_CORES = 4
export LEC_CHECK = 1
export CORE_UTILIZATION = 40
### design/flow/constraint.sdc
current_design alarm_clock

set clk_period 2.9
set clk_io_pct 0.2

create_clock -name clk0 -period $clk_period [get_ports {clk}]

set non_clock_inputs [all_inputs -no_clocks]
set_input_delay [expr $clk_period * $clk_io_pct] -clock clk0 $non_clock_inputs
set_output_delay [expr $clk_period * $clk_io_pct] -clock clk0 [all_outputs]
### design/flow/design.v
module alarm_clock
(
    input  wire        clk, reset,
    input  wire [1:0]  H_in1,    
    input  wire [3:0]  H_in0,    
    input  wire [2:0]  M_in1,    
    input  wire [3:0]  M_in0,    
    input  wire        LD_time, LD_alarm,
    input  wire        AL_ON,    
    input  wire        STOP_al,  
    output reg         Alarm,
    output reg [1:0]   H_out1,
    output reg [3:0]   H_out0,
    output reg [2:0]   M_out1,
    output reg [3:0]   M_out0,
    output reg [2:0]   S_out1,
    output reg [3:0]   S_out0
);
    reg [1:0]  H_alarm1;
    reg [3:0]  H_alarm0;
    reg [2:0]  M_alarm1;
    reg [3:0]  M_alarm0;
    always @(posedge clk or posedge reset) begin
        if (reset) begin
            {H_out1,H_out0,M_out1,M_out0,S_out1,S_out0} <= 0;
            {H_alarm1,H_alarm0,M_alarm1,M_alarm0}      <= 0;
            Alarm <= 1'b0;
        end
        else begin
            if (LD_time) begin                       
                {H_out1,H_out0,M_out1,M_out0} <= {H_in1,H_in0,M_in1,M_in0};
                {S_out1,S_out0} <= 0;
            end
            if (LD_alarm) begin                      
                {H_alarm1,H_alarm0,M_alarm1,M_alarm0} <=
                     {H_in1,H_in0,M_in1,M_in0};
            end
            if (S_out0 == 4'd9) begin
                S_out0 <= 0;
                if (S_out1 == 3'd5) begin
                    S_out1 <= 0;
                    if (M_out0 == 4'd9) begin
                        M_out0 <= 0;
                        if (M_out1 == 3'd5) begin
                            M_out1 <= 0;
                            if ((H_out1 == 2'd2 && H_out0 == 4'd3) ||
                                 H_out0 == 4'd9) begin
                                H_out0 <= 0;
                                H_out1 <= (H_out1 == 2'd2) ? 0 : H_out1 + 1;
                            end
                            else H_out0 <= H_out0 + 1;
                        end
                        else M_out1 <= M_out1 + 1;
                    end
                    else M_out0 <= M_out0 + 1;
                end
                else S_out1 <= S_out1 + 1;
            end
            else begin
                S_out0 <= S_out0 + 1;                
            end
            if (AL_ON &&
                H_alarm1 == H_out1 && H_alarm0 == H_out0 &&
                M_alarm1 == M_out1 && M_alarm0 == M_out0)
                Alarm <= 1'b1;                       
            else if (STOP_al)
                Alarm <= 1'b0;                       
        end
    end
endmodule
### design/flow/run.sh
#!/bin/bash
# OpenROAD 26Q1-2900-gdf79404cd8, Yosys 0.63+post, stock flow scripts
make -C /OpenROAD-flow-scripts/flow DESIGN_CONFIG=/design/flow/config.mk WORK_HOME=/design/flow/orfs finish
==> notes.md <==
The following summarizes the physical implementation.

Pwr
The script computed a power per unit cell area of 447 nW/um^2. The standby leakage power is 0.00102 uW. Looking at the VDD voltage map, the peak drop is 0.278 mV.

Synth
The gate count of the mapped netlist is 173. Synthesis instantiated 48 different standard cells from the library. The primary flip-flop cell chosen by synthesis mapping is dfrtp_1.

Of the synthesized area, sequential elements account for 0.448. Yosys attributes the largest share of cell area to dfrtp_1 (45%), mux2_2 (10%), xor2_1 (5.5%), mux2i_1 (3.7%), o21ai_0 (2.6%). The share of synthesized area in the top cell type comes to 0.448. The yosys synthesis warning count is 1. The cell type with the largest total area after synthesis is dfrtp_1. In this run, synthesis inferred 0 flip-flops with an integrated enable. After synthesis the netlist holds a flip-flop and latch count of 34.

In the synthesized netlist the async set-or-reset flop fraction comes to 1.00. The synthesized netlist occupies a cell area of 1900 sq um. Per the Yosys statistics, synthesis produced 173 cells. A synthesized cell averages 11.0 sq um.

The area reported by Yosys stat is 1900 sq um.

Detailed routing
The overall routed net length is 3880 microns. The first TritonRoute pass finished after 6 iterations. The detailed-route via count is 1438.

The first routing iteration left 57 violations. The via count normalized by instance count is 5.43. For this run, design rule violations remaining after detail routing come to 0.

The count of nets left with antenna violations once routing finished came out at 0. 0 antenna diodes ended up in the layout. The average wire per cell in the routed design is 14.6 microns.

CTS
The cell chosen for the clock root is clkbuf_8. The clock tree synthesis step divided the H-tree into 2 levels. The TritonCTS clock tree is done. The number of gates given a new drive strength after cts is 0. The TritonCTS sink count is 34.

After clock tree synthesis, the setup repair step added 0 buffers. The CTS report gives the tree buffer count as 5. The clock passes through at most 2 buffers. The clock latency on the worst-skew pair is 0.29 ns.

The post-CTS hold buffer count recorded in the log is 0. The clock slew seen by the registers of the worst setup and hold paths is 0.07 ns.

Run status
The run finished with clean final reports.

GRT
Entering global routing, the biggest net connects 35 pins. The first global-routing pass estimated 6350 microns of wire. The via count of the first global-routing pass is 1349. The global routing report lists combined usage of all routing layers as 0.164. Global routing finished with a remaining overflow of 0.

The initial antenna violation count is 0.

Critical path
The report shows a maximum critical-path fanout of 19. At the worst endpoint, the arrival time is 2.26 ns. The path type of the worst setup path is input pin to flip-flop. At the worst endpoint, the required time is 3.07 ns. The worst setup path is captured at a flip-flop. The terminus of the critical flop-to-flop path is H_out1[1]$_DFF_PP0_.

The category of the worst setup path launch point is an input pin. The report puts the cell count of the worst reg-to-reg path at 5. The worst reg-to-reg setup slack is 0.90 ns.

The worst flop-to-flop path startpoint is H_out0[0]$_DFF_PP0_.

STA
After layout, the setup clock skew is reported as 0.00926 ns. The number of failing setup endpoints in the final timing report is 0. Headroom to the max-slew limit came out at 0.461. The maximum clock frequency is 478 MHz. Looking at the max-slew report, the worst-margin pin has a slew of 0.805 ns. The least setup slack across all paths after layout is 0.809 ns. The final critical-path required period is 2.09 ns. The final count of hold timing violations is 0. The final number of max-transition violations is 0. Setup repair after global routing left no endpoint under its margin.

The ratio of final minimum period to clock period is 0.721. For the final routed database, the setup TNS stands at 0 ns.

Worst hold path
The worst hold path stage count is 1. The startpoint identified for the worst hold timing path is M_alarm1[1]$_DFFE_PP0P_. The type of the most critical hold path is flip-flop to flip-flop. The end point of the most critical hold path is M_alarm1[1]$_DFFE_PP0P_.

Final layout
The filler-free cell count of the finished design is 265. For this run, the share of the core covered by cells in the final layout is 0.541. The number of filler cells placed in the layout is 383. Per the final layout report, the fraction of cells sized above drive strength 1 comes to 0.155. In this run the layout overhead on the synthesized area is reported as 26.5%.

Floorplanning
Measured along the x axis, the die boundary spans 70.9 microns. The die covers 5030 sq um. According to the floorplan report, the placeable core area is 4440 sq um. The I/O pin count is 40.

The starting utilization of the core area is 0.427. The number of core rows is 24. The die is 70.9 microns tall.

Placement
RePlAce ended its routability-driven mode at a weighted congestion of 0.778. The HPWL reported at the end of detailed placement is 2780 microns. The number of placed instances with taps included is 258.

The worst setup timing slack at the placement stage is 0.547 ns. Input and output buffers added on the ports amount to 39.

Flow run
The report counts max-capacitance violations totalling 0. Across all stage logs, warnings added up to 26.
==> per-layer routing <==
layer | GRT usage | wire [microns] | part of all wire | up-vias
met5 | 0 | 0 | 0 | -
met4 | 0.0133 | 35 | 0.0090 | 0
met3 | 0.0376 | 157 | 0.041 | 4
met2 | 0.249 | 1750 | 0.45 | 28
met1 | 0.261 | 1930 | 0.50 | 705
li1 | - | - | - | 701
==> worst max path at each step <==
stage                   start                    end  slack, ns  cells after the start
4_1_cts               LD_time  S_out1[1]$_DFFE_PP0P_       0.84                      5
5_1_grt   H_out0[0]$_DFF_PP0_    H_out1[1]$_DFF_PP0_       0.66                      5
6_report              LD_time  S_out1[1]$_DFFE_PP0P_       0.81                      5
==> per-stage QoR <==
stage                     hold WS, ns  power, uW  area (sq um)
after detailed placement        0.517        758          2320
after CTS                       0.532       1090          2400
after global routing            0.546       1140          2400
after global placement          0.512        754          2320
final                           0.529       1070          2400
after floorplan                 0.485        671          1900
==> Yosys cell counts, types with 2 or more instances <==
cell type	n
a21oi_1	5
and4bb_4	2
nand3_1	7
o21ai_1	3
xor2_1	12
xnor2_1	3
mux2i_1	7
mux2_2	17
a211o_1	3
and3_1	4
nor4_1	4
dfrtp_1	34
a22o_1	2
nand3b_1	2
clkbuf_1	2
nand2b_1	2
ha_1	2
clkbuf_2	2
inv_1	9
nor2_1	2
o21ai_0	10
nand2_1	13
==> logic make-up (layout without fill, tap and decap cells) <==
group,after synthesis,in the layout,synth area share
DFF,34,34,0.448
xor gates and xnor gates,15,15,0.0692
AOI/OAI and AO/OA,29,29,0.0955
and+or+nand+nor,53,53,0.199
buffers and inverters,16,56,0.0375
adders and majority gates,2,2,0.0132
muxes,24,24,0.138
==> registers in the layout, indices dropped and copies added (netlist names) <==
name	count
H_out1	2
H_alarm1	2
M_alarm1	3
Alarm	1
M_out0	4
H_out0	4
S_out1	3
M_out1	3
S_out0	4
H_alarm0	4
M_alarm0	4
==> report_power, final <==
group	internal (uW)	total, uW	switching (uW)
clock network	161	326	165
registers	511	564	53.4
logic	117	184	66.6
total	789	1070	285
==> worst max-delay path: stages <==
cell	delay (ns)
clkdlybuf4s50_1	0.99
inv_1	0.20
nand2_1	0.10
o21ai_0	0.10
mux2_2	0.28
==> cell type report <==
class	count	area, sq um	area share
Clock buffer	5	68.8	0.0286
Tap cell	52	65.1	0.0271
Sequential cell	34	851	0.354
Inverter	9	33.8	0.0141
Clock inverter	2	10.0	0.00416
Timing Repair Buffer	40	398	0.166
Multi-Input combinational cell	123	977	0.407
==> placed cells by master, fill, tap and decap left out, types with 2 or more instances in the layout <==
master / netlist / routed
a21oi_1: 5 / 5
mux2_2: 17 / 17
a22o_1: 2 / 2
clkbuf_8: 0 / 5
ha_1: 2 / 2
and4bb_4: 2 / 2
inv_1: 9 / 9
nand3b_1: 2 / 2
xnor2_1: 3 / 3
nand3_1: 7 / 7
nand2b_1: 2 / 2
nor2_1: 2 / 2
nor4_1: 4 / 4
o21ai_1: 3 / 3
and3_1: 4 / 4
nand2_1: 13 / 13
dfrtp_1: 34 / 34
mux2i_1: 7 / 7
xor2_1: 12 / 12
o21ai_0: 10 / 10
a211o_1: 3 / 3
clkdlybuf4s50_1: 0 / 39
clkinv_2: 0 / 2
Power figures rest on the tool's default switching activity, not on a simulated workload.
